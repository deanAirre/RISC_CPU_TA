$ cat ./config.mk
export PLATFORM = sky130hd
export DESIGN_NAME = machine
export DESIGN_NICKNAME = machine
export VERILOG_FILES = /design/flow/design.v
export SDC_FILE = /design/flow/constraint.sdc
export NUM_CORES = 4
export LEC_CHECK = 1
export CORE_AREA = 10 10 71 71
export DIE_AREA = 0 0 81 81
$ cat ./constraint.sdc
current_design machine

set clk_period 1.6
set clk_io_pct 0.2

create_clock -name clk0 -period $clk_period [get_ports {clk}]

set non_clock_inputs [all_inputs -no_clocks]
set_input_delay [expr $clk_period * $clk_io_pct] -clock clk0 $non_clock_inputs
set_output_delay [expr $clk_period * $clk_io_pct] -clock clk0 [all_outputs]
$ cat ./design.v
`timescale 1ns / 1ps
module machine(ins, clk, rst, write_r, read_r, PC_en, fetch, ac_ena, ram_ena, rom_ena,ram_write, ram_read, rom_read, ad_sel);
input clk, rst;   		 
input [2:0] ins;  		 
output reg write_r, read_r, PC_en, ac_ena, ram_ena, rom_ena;
output reg ram_write, ram_read, rom_read, ad_sel;
output reg [1:0] fetch;		 
reg [3:0] state;		 
reg [3:0] next_state; 	 
parameter 	NOP=3'b000,  
			LDO=3'b001,	 
			LDA=3'b010,  
			STO=3'b011,  
			PRE=3'b100,  
			ADD=3'b101,  
			LDM=3'b110,  
			HLT=3'b111;  
parameter Sidle=4'hf,
			 S0=4'd0,
			 S1=4'd1,
			 S2=4'd2,
			 S3=4'd3,
			 S4=4'd4,
			 S5=4'd5,
			 S6=4'd6,
			 S7=4'd7,
			 S8=4'd8,
			 S9=4'd9,
			 S10=4'd10,
			 S11=4'd11,
			 S12=4'd12;
always @(posedge clk or negedge rst) 
begin
	if(!rst) state<=Sidle;
	else state<=next_state;
end
always @*
begin
case(state)
S1:		begin
			if (ins==NOP) next_state=S0;
			else if (ins==HLT)  next_state=S2;
			else if (ins==PRE | ins==ADD) next_state=S9;
			else if (ins==LDM) next_state=S11;
			else next_state=S3;
		end
S4:		begin
			if (ins==LDA | ins==LDO) next_state=S5;
			else next_state=S7;  
		end
Sidle:	next_state=S0;
S0:		next_state=S1;
S2:	    next_state=S2;
S3:		next_state=S4;
S5:		next_state=S6;
S6:		next_state=S0;
S7:		next_state=S8;
S8:		next_state=S0;
S9:		next_state=S10;
S10:	next_state=S0;
S11:	next_state=S12;
S12:	next_state=S0;
default: next_state=Sidle;
endcase
end
always@*
begin 
case(state)
  Sidle: begin
		 write_r=1'b0;
		 read_r=1'b0;
		 PC_en=1'b0;  
		 ac_ena=1'b0;
		 ram_ena=1'b0;
		 rom_ena=1'b0;
		 ram_write=1'b0;
		 ram_read=1'b0;
		 rom_read=1'b0;
		 ad_sel=1'b0;
		 fetch=2'b00;
		 end
     S0: begin  
		 write_r=0;
		 read_r=0;
		 PC_en=0;
		 ac_ena=0;
		 ram_ena=0;
		 rom_ena=1;
		 ram_write=0;
		 ram_read=0;
		 rom_read=1;
		 ad_sel=0;
		 fetch=2'b01;
		 end
     S1: begin
		 write_r=0;
		 read_r=0;
		 PC_en=1;  
		 ac_ena=0;
		 ram_ena=0;
		 rom_ena=0;
		 ram_write=0;
		 ram_read=0;
		 rom_read=0;
		 ad_sel=0;
		 fetch=2'b00;
		 end
     S2: begin
		 write_r=0;
		 read_r=0;
		 PC_en=0;
		 ac_ena=0;
		 ram_ena=0;
		 rom_ena=0;
		 ram_write=0;
		 ram_read=0;
		 rom_read=0;
		 ad_sel=0;
		 fetch=2'b00;
		 end
     S3: begin
		 write_r=0;
		 read_r=0;
		 PC_en=0;
		 ac_ena=0;
		 ram_ena=0;
		 rom_ena=1;
		 ram_write=0;
		 ram_read=0;
		 rom_read=1;
		 ad_sel=0;
		 fetch=2'b01;
		 end
     S4: begin
		 write_r=0;
		 read_r=0;
		 PC_en=1;
		 ac_ena=0;
		 ram_ena=0;
		 rom_ena=0;
		 ram_write=0;
		 ram_read=0;
		 rom_read=0;
		 ad_sel=0;
		 fetch=2'b00;
		 end
     S5: begin
		 if (ins==LDO)
		 begin
		 write_r=1;
		 read_r=0;
		 PC_en=0;
		 ac_ena=0;
		 ram_ena=0;
		 rom_ena=1;
		 ram_write=0;
		 ram_read=0;
		 rom_read=1;
		 ad_sel=1;  
		 fetch=2'b00;			 
		 end
		 else  
		 begin
		 write_r=1;
		 read_r=0;
		 PC_en=0;
		 ac_ena=0;
		 ram_ena=1;
		 rom_ena=0;
		 ram_write=0;
		 ram_read=1;
		 rom_read=0;
		 ad_sel=1;
		 fetch=2'b00;
		 end	 
		 end
     S6: begin   
		 if (ins==LDO)
		 begin
		 write_r=1;
		 read_r=0;
		 PC_en=0;
		 ac_ena=0;
		 ram_ena=0;
		 rom_ena=1;
		 ram_write=0;
		 ram_read=0;
		 rom_read=1;
		 ad_sel=1; 
		 fetch=2'b00;			 
		 end
		 else 
		 begin
		 write_r=1;
		 read_r=0;
		 PC_en=0;
		 ac_ena=0;
		 ram_ena=1;
		 rom_ena=0;
		 ram_write=0;
		 ram_read=1;
		 rom_read=0;
		 ad_sel=1;
		 fetch=2'b00;
		 end	 
		 end
     S7: begin  
		 write_r=0;
		 read_r=1;
		 PC_en=0;
		 ac_ena=0;
		 ram_ena=0;
		 rom_ena=0;
		 ram_write=0;
		 ram_read=0;
		 rom_read=0;
		 ad_sel=0;
		 fetch=2'b01;
		 end
     S8: begin  
		 write_r=0;
		 read_r=0;
		 PC_en=0;
		 ac_ena=0;
		 ram_ena=1;
		 rom_ena=0;
		 ram_write=1;
		 ram_read=0;
		 rom_read=0;
		 ad_sel=1;
		 fetch=2'b10;  
		 end
     S9: begin 
		 if (ins==PRE)  
		 begin
		 write_r=0;
		 read_r=1;
		 PC_en=0;
		 ac_ena=0;
		 ram_ena=0;
		 rom_ena=0;
		 ram_write=0;
		 ram_read=0;
		 rom_read=0;
		 ad_sel=0;
		 fetch=2'b01;
		 end
		 else  
		 begin 
		 write_r=0;
		 read_r=1;
		 PC_en=0;
		 ac_ena=0;
		 ram_ena=0;
		 rom_ena=0;
		 ram_write=0;
		 ram_read=0;
		 rom_read=0;
		 ad_sel=0;
		 fetch=2'b01;		 
		 end 
		 end
    S10: begin
		 write_r=0;
		 read_r=0;
		 PC_en=0;
		 ac_ena=1;
		 ram_ena=0;
		 rom_ena=0;
		 ram_write=0;
		 ram_read=0;
		 rom_read=0;
		 ad_sel=0;
		 fetch=2'b01;
		 end
    S11: begin  
		 write_r=1;
		 read_r=0;
		 PC_en=0;
		 ac_ena=1;
		 ram_ena=0;
		 rom_ena=0;
		 ram_write=0;
		 ram_read=0;
		 rom_read=0;
		 ad_sel=0;
		 fetch=2'b00;
		 end
    S12: begin   
		 write_r=1;
		 read_r=0;
		 PC_en=0;
		 ac_ena=1;
		 ram_ena=0;
		 rom_ena=0;
		 ram_write=0;
		 ram_read=0;
		 rom_read=0;
		 ad_sel=0;
		 fetch=2'b00;	 
		 end
default: begin
		 write_r=0;
		 read_r=0;
		 PC_en=0;
		 ac_ena=0;
		 ram_ena=0;
		 rom_ena=0;
		 ram_write=0;
		 ram_read=0;
		 rom_read=0;
		 ad_sel=0;
		 fetch=2'b00;		 
		 end
endcase
end
endmodule
$ cat ./run.sh
#!/bin/bash
# OpenROAD 26Q1-2900-gdf79404cd8, Yosys 0.63+post, stock flow scripts
make -C /OpenROAD-flow-scripts/flow DESIGN_CONFIG=/design/flow/config.mk WORK_HOME=/design/flow/orfs finish
==> reports/metrics.cfg <==
[floorplan]
die_y_um = 81
fp.dieW_um = 81
core-area_um2 = 3630
row_count = 22
fp_util_pct = 13.7
chip_area_um2 = 6560
boundaryPins = 17

[detailed_routing]
wirelength_um = 1200
vias = 389
drt_iter0_markers = 22
drc = 0
viasPerCell = 3.30
drt_first_pass_iters = 4
ant_nets = 0
wl_per_cell_um = 10.2
antenna_cells = 0

[power]
comb_power_share_pct = 18.9
swShare_pct = 21.0
clock_power_share_pct = 35.1
ir_drop_v = 0.000321
power.density_nw_per_um2 = 940
p_int_w = 0.000630
switchingPower_w = 0.000167
power_leakage_nw = 0.396
seqPwrFrac_pct = 46.0
power_w = 0.000796

[critical_path]
crit_path_max_incr_delay_ps = 420
worst-path-buf-inv = 1
critical_path_depth = 3
end_kind = output port
critPathMaxFanout = 2
crit_slowest_cell = or4_4
cp.required_ps = 1280
cp-endpoint = fetch[0]
critPathArrivalTime_ps = 1400
setup.worst_path.start = state[13]
setup.worst_path.class = reg -> out
cp-start-kind = register
reg2reg_setup_slack_ps = 200
cp_cell_sequence = or2_4, or4_4, buf_6
reg2reg_depth = 2
r2r_start = state[2]
timing.rr.end = state[1]
cpLargestDelayFamily = simple AND/OR/NAND/NOR gates

[synthesis]
yosys-stat-area_um2 = 498
synth_flop_count = 13
synth_stat.cells = 39
avgSynthCellArea_um2 = 12.8
synth_area_um2 = 498
synthCells = 39
ys_seq_share_pct = 65.6
synth_warnings = 1
synth_cell_types = 17

[cts]
clock_latency_ps = 240
clk_path_buf_depth = 2
cts_sinks = 13
root_buffer = clkbuf_8
h-tree-depth = 1
cts_buffers = 3
clk_pin_slew_ps = 50
cts_tree = built

[global_route]
grt_max_degree = 14
grt_pass1_vias = 360
grt.overflow.total = 0
antenna_found_initial = 0
track_usage_pct = 3.49
grt_pass1_wl_um = 1790

[sta]
fin_ws_ps = -119
worst_slew_pin_slew_ps = 562
setup_violations = 3
period_used_pct = 107
skew_ps = 3.77
finalCriticalPeriod_ps = 1720
max_clock_freq_mhz = 582
hold_viol = 0
rsz0062_at_grt = yes
slew_headroom_pct = 62.4
maxSlewViolCount = 0

[place]
portBuffers = 16
dpl_cell_area_um2 = 768
gp_congestion = 0.837
hpwlAfterDp_um = 898

[final_layout]
lay_top_cells = 12 x buf_4, 12 x dfrtp_1, 6 x dlygate4sd2_1
utilization_pct = 23.3
drive_gt1_share_pct = 41.4
largest_register = state
fin_area_um2 = 847
area_delta_synth_final_pct = 70.1
largest_registers = state x13
largest_reg_flops = 13

[run]
log.warning_count = 27
maxCapViolCount = 0

[hold_path]
min_path_type = reg -> reg
min_from = state[9]

[status]
status = finished with violations
failed_checks = negative setup slack

worst min-delay path by stage:
stage	to	slack (ps)	depth (start not counted)
6_report	state[6]	370	0
5_1_grt	state[2]	390	0
4_1_cts	state[6]	370	0
Yosys cell counts (all sizes together):
| cell | instances | area [um^2] |
|---|---|---|
| nor2 | 4 | 15.0 |
| or3 | 4 | 26.3 |
| buf | 1 | 7.51 |
| nor3b | 4 | 30.0 |
| dlygate4sd3 | 1 | 10.0 |
| xnor2 | 1 | 8.76 |
| or2 | 3 | 18.8 |
| dfrtp | 12 | 300 |
| or4 | 2 | 15.0 |
| dfstp | 1 | 26.3 |
| o21a | 1 | 7.51 |
| a211o | 1 | 8.76 |
| conb | 1 | 3.75 |
| nand2 | 1 | 3.75 |
| nor4b | 1 | 8.76 |
| o21bai | 1 | 7.51 |
cells by family after synthesis:
logic type                synth area share, %
other                                   0.753
AOI/OAI and AO/OA                        4.78
buffers and inverters                    3.52
xor gates and xnor gates                 1.76
DFF                                      65.6
and+or+nand+nor                          23.6
routing by layer:
metal  vias to the layer above  global-route usage, %  wire, um
met5                         -                      0         0
met4                         0                  0.346         0
met3                         0                   2.78       183
met2                        18                   3.74       399
met1                       175                   5.25       621
li1                        196                      -         -
power by group through the flow:
stage         clock network [W]  registers [W]  logic [W]
CTS                    0.000285       0.000366   0.000146
global route           0.000305       0.000369   0.000166
finish                 0.000280       0.000366   0.000150
metrics by stage:
step	setup slack [ps]	setup TNS [ps]	hold slack (ps)	cells
2_1_floorplan	260	0	24.4	39
3_3_place_gp	-552	-2450	353	110
3_5_place_dp	-562	-2510	355	110
4_1_cts	-209	-418	372	117
5_1_grt	-146	-361	386	118
6_report	-119	-190	369	118
layout make-up:
type / count / area (um^2)
fillers: 402 / 2790
flip-flops and latches: 13 / 327
repair buffers: 29 / 235
multi-input cells: 24 / 180
well taps: 48 / 60.1
clock buffers: 4 / 45.0
repair_timing:
action                                  CTS  global route
pin swaps                                 4             6
gates cloned                              0             0
endpoints found under the setup margin   10             5
hold buffers                              0             0
gates resized                            31             3
buffers inserted                          3             1
Power figures rest on the tool's default switching activity, not on a simulated workload.
